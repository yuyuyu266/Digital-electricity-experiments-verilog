==> design/flow/design.v <==
module calc_logic(
    input clk_db,            
    input rst,               
    input op_add,            
    input op_sub,            
    input op_mul,            
    input op_enter,          
    input [7:0] num_input,   
    output reg [15:0] result,    
    output reg [1:0] op_display  
);
    reg [15:0] accumulator;      
    reg [15:0] operand;          
    reg [1:0] pending_op;        
    reg first_entry;             
    always @(posedge clk_db or posedge rst) begin
        if (rst) begin
            accumulator <= 16'd0;
            operand <= 16'd0;
            pending_op <= 2'd0;
            result <= 16'd0;
            op_display <= 2'd0;
            first_entry <= 1'b1;
        end
        else begin
            operand <= {8'd0, num_input};
            if (op_enter) begin
                case (pending_op)
                    2'd0: begin
                        accumulator <= {8'd0, num_input};
                        result <= {8'd0, num_input};
                    end
                    2'd1: begin
                        accumulator <= accumulator + {8'd0, num_input};
                        result <= accumulator + {8'd0, num_input};
                    end
                    2'd2: begin
                        accumulator <= accumulator - {8'd0, num_input};
                        result <= accumulator - {8'd0, num_input};
                    end
                    2'd3: begin
                        accumulator <= accumulator * {8'd0, num_input};
                        result <= accumulator * {8'd0, num_input};
                    end
                endcase
                pending_op <= 2'd0;
                op_display <= 2'd0;
                first_entry <= 1'b0;
            end
            else if (op_add) begin
                if (first_entry) begin
                    accumulator <= {8'd0, num_input};
                    result <= {8'd0, num_input};
                    first_entry <= 1'b0;
                end
                else if (pending_op != 2'd0) begin
                    case (pending_op)
                        2'd1: begin 
                            accumulator <= accumulator + {8'd0, num_input};
                            result <= accumulator + {8'd0, num_input};
                        end
                        2'd2: begin 
                            accumulator <= accumulator - {8'd0, num_input};
                            result <= accumulator - {8'd0, num_input};
                        end
                        2'd3: begin 
                            accumulator <= accumulator * {8'd0, num_input};
                            result <= accumulator * {8'd0, num_input};
                        end
                        default: begin
                            accumulator <= accumulator;
                            result <= accumulator;
                        end
                    endcase
                end
                pending_op <= 2'd1;   
                op_display <= 2'd1;
            end
            else if (op_sub) begin
                if (first_entry) begin
                    accumulator <= {8'd0, num_input};
                    result <= {8'd0, num_input};
                    first_entry <= 1'b0;
                end
                else if (pending_op != 2'd0) begin
                    case (pending_op)
                        2'd1: begin 
                            accumulator <= accumulator + {8'd0, num_input};
                            result <= accumulator + {8'd0, num_input};
                        end
                        2'd2: begin 
                            accumulator <= accumulator - {8'd0, num_input};
                            result <= accumulator - {8'd0, num_input};
                        end
                        2'd3: begin 
                            accumulator <= accumulator * {8'd0, num_input};
                            result <= accumulator * {8'd0, num_input};
                        end
                        default: begin
                            accumulator <= accumulator;
                            result <= accumulator;
                        end
                    endcase
                end
                pending_op <= 2'd2;   
                op_display <= 2'd2;
            end
            else if (op_mul) begin
                if (first_entry) begin
                    accumulator <= {8'd0, num_input};
                    result <= {8'd0, num_input};
                    first_entry <= 1'b0;
                end
                else if (pending_op != 2'd0) begin
                    case (pending_op)
                        2'd1: begin 
                            accumulator <= accumulator + {8'd0, num_input};
                            result <= accumulator + {8'd0, num_input};
                        end
                        2'd2: begin 
                            accumulator <= accumulator - {8'd0, num_input};
                            result <= accumulator - {8'd0, num_input};
                        end
                        2'd3: begin 
                            accumulator <= accumulator * {8'd0, num_input};
                            result <= accumulator * {8'd0, num_input};
                        end
                        default: begin
                            accumulator <= accumulator;
                            result <= accumulator;
                        end
                    endcase
                end
                pending_op <= 2'd3;   
                op_display <= 2'd3;
            end
        end
    end
endmodule
==> design/flow/run.sh <==
#!/bin/bash
# OpenROAD 26Q1-2900-gdf79404cd8, Yosys 0.63+post, stock flow scripts
make -C /OpenROAD-flow-scripts/flow DESIGN_CONFIG=/design/flow/config.mk WORK_HOME=/design/flow/orfs finish
==> design/flow/config.mk <==
export PLATFORM = sky130hd
export DESIGN_NAME = calc_logic
export DESIGN_NICKNAME = calc_logic
export VERILOG_FILES = /design/flow/design.v
export SDC_FILE = /design/flow/constraint.sdc
export NUM_CORES = 4
export LEC_CHECK = 1
export CORE_UTILIZATION = 50
==> design/flow/constraint.sdc <==
current_design calc_logic

set clk_period 8.0
set clk_io_pct 0.2

create_clock -name clk0 -period $clk_period [get_ports {clk_db}]

set non_clock_inputs [all_inputs -no_clocks]
set_input_delay [expr $clk_period * $clk_io_pct] -clock clk0 $non_clock_inputs
set_output_delay [expr $clk_period * $clk_io_pct] -clock clk0 [all_outputs]
==> impl_metrics.tcl <==
# metrics dict for downstream scripts
set metrics [dict create \
    status "completed" \
    utilization 0.560 \
    drive_gt1_frac 0.0417 \
    cts_max_path_buffers 2 \
    hold_end "first_entry" \
    synth-area-yosys_um2 5020 \
    yosysWarningCount 1 \
    diodes 0 \
    worstPathRequired_ns 8.20 \
    rows 36 \
    fp.coreArea_um2 9730 \
    ant_nets 0 \
    num_io_pins 32 \
    startpoint "num_input[5]" \
    slew_viol_final 0 \
    dp_hpwl_um 10400 \
    worstRegToRegCells 15 \
    firstDrtPassIters 5 \
    ys_cells 613 \
    chip_area_um2 10400 \
    grt_pass1_vias 4283 \
    start_kind "input port" \
    synth-edff-count 0 \
    cts_tree "built" \
    wire_per_inst_um 18.3 \
    die_height_um 102 \
    cap_violations 0 \
    min_path_cells 1 \
    path_class "input port to flop" \
    synth_area_per_cell_um2 8.19 \
    syn2layout_area_growth_pct 8.65 \
    fp-utilization 0.516 \
    synth_seq_share 0.0950 \
    post_cts_buffers 0 \
    cts_root_buf "clkbuf_8" \
    ys_async_sr_fraction 1.00 \
    min_path_type "flop to flop" \
    ys.flop_type "dfrtp_1" \
    via_per_inst 5.64 \
    final_common_cell "inv_1" \
    fmax_mhz 154 \
    portBuffers 31 \
    drt-initial-drc-count 220 \
    die_w_um 102 \
    grt_pass1_wl_um 22600 \
    skew_ns 0.00572 \
    grt_start_max_net_pins 21 \
    ff2ff_setup_slack_ns 3.08 \
    period_minus_slack_ns 6.50 \
    arrival_ns 6.70 \
    clock_sinks 19 \
    place.gp.congestion 0.943 \
    syn_inst 613 \
    rr_endpoint "result[13]" \
    hold_viol 0 \
    cts_inserted_buffers 3 \
    min_from "first_entry" \
    fin_crit_sh 0.813 \
    finalSetupTns_ns 0 \
    worst_pin_slew_ns 0.770 \
    cts.clk_slew.worst_paths_ns 0.08 \
    vias 4271 \
    synthDistinctLibCells 65 \
    crit_path_end_kind "flop" \
    setup_violations 0 \
    synth_flop_count 19 \
    warnings 33 \
    antenna_found_initial 0 \
    syn-cell-area_um2 5020 \
    worstPathMaxFanout 12 \
    clock.latency.late_pin_ns 0.27 \
    rsz0062_at_grt "false" \
    gr-usage-all-layers 0.301 \
    htreeDepth 1 \
    cts_hold_buffers 0 \
    cts-resized-gates 0 \
    slew_headroom 0.487 \
    grt-ovfl-total 0 \
    drc 0 \
    wirelength_um 13800 \
    timing.rr.start "result[4]" \
    lay_top_cells "inv_1, fa_1, and2_1" \
]
[routing by layer]
| metal | GRT usage | routed length (um) | vias to the layer above |
|---|---|---|---|
| met5 | 0 | 0 | - |
| met4 | 0.0429 | 226 | 0 |
| met3 | 0.0675 | 988 | 19 |
| met2 | 0.474 | 6440 | 143 |
| met1 | 0.453 | 6170 | 2078 |
| li1 | - | - | 2031 |
[stage by stage]
stage	std cells	setup WS [ns]	hold WS [ns]	area, um2
floorplan	613	2.43	0.486	5020
global placement	753	1.26	0.497	5410
detailed placement	753	1.23	0.500	5410
CTS	757	1.47	0.514	5450
global route	757	1.20	0.527	5450
finish	757	1.50	0.511	5450
[flip-flops by register name, indices dropped and copies added, names as in the netlist]
| register | cells |
|---|---|
| result | 16 |
| op_display | 2 |
| first_entry | 1 |
[worst max path at each step]
stage,endpoint,cells after the start
finish,result[13],15
CTS,result[13],16
global route,result[13],16
[cell type report]
cell class,count,area (um2)
inverter,86,323
clock buffer,3,41.3
sequential,19,477
timing repair buffer,37,355
tap,133,166
multi-input combinational,478,4090
clock inverter,1,5.00
fill,913,4280
[cell usage after synthesis, types with 7 or more instances]
cell type  instances  area, um2
inv_1             85        319
xnor2_1           21        184
nor2_1            47        176
o21ai_0           24        120
xor2_1            14        123
clkbuf_1          19       71.3
nor2b_1            7       43.8
and2_1            60        375
fa_1              62       1240
a21o_1             9       67.6
ha_1              40        500
o211ai_1          11       82.6
a21oi_1           22        110
dfrtp_1           18        450
nand2_1           53        199
a211oi_1           9       67.6
nor3_1            12       60.1
[critical path, stage by stage]
cell and delay, ns:
clkdlybuf4s50_1 0.90, ha_1 0.48, fa_1 0.50, fa_1 0.46, fa_1 0.49, inv_1 0.05, fa_1 0.48, inv_1 0.04
ha_1 0.33, and3_1 0.20, a311oi_1 0.40, xnor2_1 0.18, nor2_1 0.08, a2111oi_2 0.34, a221o_1 0.16
[logic make-up after synthesis]
group	after synthesis	share of synthesized area
XOR/XNOR	36	0.0656
AND/OR/NAND/NOR	215	0.221
multiplexers	7	0.0147
adder cells (fa/ha/maj)	102	0.347
buffers and inverters	116	0.0910
AND-OR/OR-AND	118	0.166
flip-flops	19	0.0950
