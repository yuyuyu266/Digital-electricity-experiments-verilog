--- flow/config.mk ---
export PLATFORM = sky130hd
export DESIGN_NAME = scroll_logic
export DESIGN_NICKNAME = scroll_logic
export VERILOG_FILES = /design/flow/design.v
export SDC_FILE = /design/flow/constraint.sdc
export NUM_CORES = 4
export LEC_CHECK = 1
export CORE_AREA = 10 10 93 93
export DIE_AREA = 0 0 103 103
--- flow/constraint.sdc ---
current_design scroll_logic

set clk_period 2.9
set clk_io_pct 0.2

create_clock -name clk0 -period $clk_period [get_ports {clk_4Hz}]

set non_clock_inputs [all_inputs -no_clocks]
set_input_delay [expr $clk_period * $clk_io_pct] -clock clk0 $non_clock_inputs
set_output_delay [expr $clk_period * $clk_io_pct] -clock clk0 [all_outputs]
--- flow/design.v ---
module scroll_logic(
    input clk_4Hz,           
    input rst,               
    input pause,             
    output reg [4:0] char0,  
    output reg [4:0] char1,  
    output reg [4:0] char2,  
    output reg [4:0] char3,  
    output reg [4:0] char4,  
    output reg [4:0] char5,  
    output reg [4:0] char6,  
    output reg [4:0] char7   
);
    localparam MSG_LEN = 24;
    reg [4:0] message [0:MSG_LEN-1];
    reg [4:0] scroll_pos;
    initial begin
        message[0]  = 5'd16;  
        message[1]  = 5'd16;  
        message[2]  = 5'd16;  
        message[3]  = 5'd16;  
        message[4]  = 5'd16;  
        message[5]  = 5'd16;  
        message[6]  = 5'd16;  
        message[7]  = 5'd16;  
        message[8]  = 5'd10;  
        message[9]  = 5'd11;  
        message[10] = 5'd12;  
        message[11] = 5'd16;  
        message[12] = 5'd13;  
        message[13] = 5'd14;  
        message[14] = 5'd15;  
        message[15] = 5'd16;  
        message[16] = 5'd2;   
        message[17] = 5'd0;   
        message[18] = 5'd1;   
        message[19] = 5'd9;   
        message[20] = 5'd0;   
        message[21] = 5'd0;   
        message[22] = 5'd0;   
        message[23] = 5'd0;   
    end
    always @(posedge clk_4Hz or posedge rst) begin
        if (rst) begin
            scroll_pos <= 5'd0;
        end
        else if (!pause) begin
            if (scroll_pos >= MSG_LEN - 1)
                scroll_pos <= 5'd0;
            else
                scroll_pos <= scroll_pos + 1'b1;
        end
    end
    always @(*) begin
        char7 = message[(scroll_pos + 0) % MSG_LEN];
        char6 = message[(scroll_pos + 1) % MSG_LEN];
        char5 = message[(scroll_pos + 2) % MSG_LEN];
        char4 = message[(scroll_pos + 3) % MSG_LEN];
        char3 = message[(scroll_pos + 4) % MSG_LEN];
        char2 = message[(scroll_pos + 5) % MSG_LEN];
        char1 = message[(scroll_pos + 6) % MSG_LEN];
        char0 = message[(scroll_pos + 7) % MSG_LEN];
    end
endmodule
--- flow/run.sh ---
#!/bin/bash
# OpenROAD 26Q1-2900-gdf79404cd8, Yosys 0.63+post, stock flow scripts
make -C /OpenROAD-flow-scripts/flow DESIGN_CONFIG=/design/flow/config.mk WORK_HOME=/design/flow/orfs finish
==> flow_results.org <==
#+TITLE: Flow metrics

** Final layout
- Top logic cell by instance count in the layout :: sky130_fd_sc_hd__buf_4
- Compared with the post-synthesis result, the final layout area differs by 82.1%.
- Fin util :: 56.2%
- In the layout the commonest cells are 84 x sky130_fd_sc_hd__buf_4, 28 x sky130_fd_sc_hd__nand2_1, 21 x sky130_fd_sc_hd__nor2_1, 21 x sky130_fd_sc_hd__ha_1, 21 x sky130_fd_sc_hd__buf_6.
- Fraction of final layout cells with drive strength greater than 1 :: 54.7%
- Max FFs per register :: 5
- Biggest registers after layout :: scroll_pos x5
- Final-layout fill cell count :: 541
- The finished cells cover 3800 um^2.
- Largest Register :: scroll_pos

** Global routing
- Global routing consumed, on the met2 layer, 23.6% of the routing resources.
- Overall routing resource usage recorded by global route was 14.8%.
- Busiest layer in global routing :: met2
- First-pass GRT wire length :: 12,800 um
- Remaining global-route overflow :: 0
- Global routing met1 resource utilization :: 21.5%
- Entering global routing, the biggest net connects 26 pins.
- Vias in the first global route :: 2,509
- Met3 usage :: 2.17%
- Number of antenna violations at the first check in global routing :: 0

** Final timing
- The final timing report derives a shortest allowable period of 3.50 ns.
- Fmax :: 0.286 GHz
- Final cycle utilization of the critical path :: 121%
- In the final report, the number of endpoints failing setup comes to 40.
- Worst slew margin :: 61.2%
- Worst Skew :: 0.00415 ns
- Worst Setup Slack, final :: -0.602 ns
- Count of final max-slew check failures :: 0
- Sum of negative setup slack :: -14.24 ns
- Looking at the max-slew report, the worst-margin pin has a slew of 0.582 ns.
- Endpoints failing hold in the final report were tallied at 0.
- Unrepaired setup endpoints after global routing :: true

** Detailed routing
- Number of DRC violations after detailed routing :: 0
- Avg WL per Cell :: 16.3 um
- Starting DRC count in detailed routing :: 198
- Post-detailed-routing wire length :: 8270 um
- Via count :: 2,743
- Antenna Cells :: 0
- For this run, the detailed router reports a per-instance via density of 5.42.
- The iteration count recorded for the first detailed-route pass is 5.
- The detail route stage leaves a number of antenna-violating nets equal to 0.

** Clock tree
- Counting the buffers created by CTS gives 3.
- Max clock buf depth :: 2
- Max H-tree Level :: 1
- TritonCTS built the clock tree.
- Root Buffer Master :: sky130_fd_sc_hd__clkbuf_8
- On the reported timing paths, the clock transition at the registers reads 0.04 ns.
- CTS sink cnt :: 5
- Clock latency (worst-skew pair) :: 0.22 ns

** Die
- Chip area :: 10,600 um^2
- According to the floorplan report, the die height is 103 um.
- Number of placement rows :: 30
- The die is 103 um wide.
- Area of the core :: 6760 um^2
- Core utilization at floorplan :: 30.9%
- The floorplan report gives the top-level pin count as 43.

** Synth
- Post-synth the commonest register cell is sky130_fd_sc_hd__dfrtp_1.
- The synthesized netlist contains 64 unique library cells.
- Synthesis inferred 5 register bits.
- For this design, Yosys synthesis ends with a cell count of 288.
- For this run, asynchronously set or reset flops after synthesis account for 100%.
- Part of the Yosys area used for sequential elements :: 6.00%
- Post-Synthesis Cells :: 288
- Yosys Chip Area :: 2090 um^2
- Yosys warning total :: 1
- Post-synth tally of flip-flops with integrated enable :: 0
- Syn_area_per_cell :: 7.24 um^2
- Cell area after synthesis :: 2090 um^2

** Job
- Max Cap Violations :: 0
- OpenROAD warning count :: 49

** Placed design
- Logged for this run, the post-placement worst setup slack is -0.687 ns.
- The wire-length estimate of the detail-placed layout is 5750 um.
- Per the gpl log, the routability congestion estimate is 0.909.
- As logged by OpenROAD, the buffers inserted on ports number 42.
- The placed instances occupy a cell area of 3090 um^2.

** Worst setup path
- The signal on the critical path passes through clkinvlp_4 -> ha_4 -> and3b_2 -> nor2_2 -> ha_1 -> or3b_1 -> o31a_1 -> buf_6 -> buf_6 -> and4_1 -> a31oi_1 -> o31ai_1 -> buf_2.
- Dominant delay contributor by cell family on the critical path :: simple AND/OR/NAND/NOR gates
- In this run the worst path has a maximum fanout of 5.
- The timing report notes that buffer and inverter cells on the critical path total 4.
- The timing report gives the biggest stage delay along the critical path as 0.41 ns.
- Crit. Startpoint :: scroll_pos[2]$_DFFE_PP0N_
- Crit Path Class :: register to output pin
- STA puts the critical path data arrival time at 2.92 ns.
- Most used cell along the critical path :: sky130_fd_sc_hd__buf_6
- Launching point of the worst reg2reg path :: scroll_pos[3]$_DFFE_PP0N_
- For the worst setup path, the data required time is 2.32 ns.
- Kind of end point of the critical path :: output pin
- Crit start category :: register
- The slowest stage of the critical path belongs to the cell sky130_fd_sc_hd__dfrtp_2.

** Power
- The worst-case IR drop observed on VDD is 0.527 mV.
- Power density over cell area :: 1210 nW/um^2
- Leak Pwr :: 1.79 nW

** Hold path
- Kind of path behind the tightest hold check :: input port to async pin

** Status
- Run status :: finished with violations
- Failing checks :: setup timing
==> worst reg2reg max path: cells and delay by family (launching register included) <==
family	cells	cell delay, ns
compound gates	1	0.29
buf+inv	4	0.73
mux	1	0.22
flops	1	0.42
simple gates	2	0.14
fa+ha+maj	1	0.23
==> synth_stat cells (all sizes together), types with 5 or more instances <==
library cell | count | area share [%]
o2bb2ai | 8 | 3.4
inv | 21 | 3.8
ha | 34 | 20
a21o | 7 | 2.9
nand2 | 30 | 5.5
nor2 | 24 | 4.3
clkbuf | 5 | 0.90
o21ai | 14 | 3.5
buf | 10 | 3.0
dfrtp | 5 | 6.0
nor2b | 6 | 1.8
a21oi | 30 | 7.4
nand2b | 5 | 1.5
xnor2 | 10 | 4.9
nor3 | 7 | 1.9
mux2i | 5 | 2.4
==> power breakdown <==
group          internal [mW]  switching, mW  total, mW
combinational           2.28           2.03       4.31
sequential            0.0983         0.0391      0.137
clock                 0.0945         0.0359      0.130
total                   2.47           2.11       4.58
==> logic make-up (layout without fill, tap and decap cells) <==
kind of cell / Yosys count / count (layout) / share of synthesized area [%]
buffers and inverters: 38 / 176 / 8.04
muxes: 6 / 6 / 2.94
adders and majority gates: 34 / 34 / 20.4
DFF: 5 / 5 / 6.00
and+or+nand+nor: 93 / 93 / 22.1
AOI/OAI and AO/OA: 100 / 100 / 34.4
xor gates and xnor gates: 12 / 12 / 6.12
==> through the flow <==
stage	instances	hold WS (ns)	power [mW]
2_1_floorplan	288	0.358	1.86
3_3_place_gp	461	0.771	3.62
3_5_place_dp	461	0.774	3.62
4_1_cts	492	0.582	4.11
5_1_grt	506	0.608	4.96
6_report	506	0.580	4.58
==> worst paths after layout <==
check,endpoint,slack [ns],depth (start not counted)
setup / recovery,char3[3],-0.60,13
hold / removal,scroll_pos[3]$_DFFE_PP0N_,0.58,2
setup reg to reg,scroll_pos[0]$_DFFE_PP0N_,0.80,9
hold reg to reg,scroll_pos[0]$_DFFE_PP0N_,0.80,3
max in group asynchronous,scroll_pos[1]$_DFFE_PP0N_,2.09,2
min in group clk0,scroll_pos[0]$_DFFE_PP0N_,0.80,3
==> per-layer routing <==
layer | routed length, um | vias to the layer above
met5 | 0 | -
met2 | 3800 | 109
met1 | 3740 | 1299
met4 | 109 | 0
met3 | 614 | 11
li1 | - | 1324
==> cell type report <==
cell class	instances	area [um^2]	share of cell area, %
sequential	5	129	3.39
clock buffer	4	45.0	1.19
timing repair buffer	149	1160	30.6
inverter	23	90.1	2.37
multi-input combinational	245	2270	59.8
tap	80	100	2.64
==> repair_timing <==
action | CTS | global route
buffers inserted | 27 | 16
setup endpoints to repair | 40 | 40
hold buffers | 0 | 0
pin swaps | 55 | 49
gates resized | 112 | 95
No activity file was given, so power comes from the tool's default toggle rates.
